## flow/design.v

```verilog
module reg32 (clock, resetn, D, byteenable, Q);
	input clock, resetn;
	input [3:0] byteenable;
	input [31:0] D;
	output reg [31:0] Q;
	always@(posedge clock)
		if (!resetn)
			Q <= 32'b0;
		else
		begin
			if (byteenable[0]) Q[7:0] <= D[7:0];
			if (byteenable[1]) Q[15:8] <= D[15:8];
			if (byteenable[2]) Q[23:16] <= D[23:16];
			if (byteenable[3]) Q[31:24] <= D[31:24];
		end
endmodule
module reg32_avalon_interface(clock, resetn, write, writedata, read, readdata, byteenable, chipselect, Q);
	input clock, resetn;
	input read, write, chipselect;
	input [3:0] byteenable;
	input [31:0] writedata;
	output [31:0] readdata;
	output [31:0] Q;
	wire[3:0] local_byteenable;
	wire[31:0] to_reg, from_reg;
	assign to_reg = writedata;
	assign local_byteenable = (chipselect & write) ? byteenable : 4'd0;
	assign readdata = from_reg;
	assign Q = from_reg;
	reg32 U1(.clock(clock), .resetn(resetn), .D(to_reg), .byteenable(local_byteenable), .Q(from_reg));
endmodule
```

## flow/config.mk

```make
export PLATFORM = sky130hd
export DESIGN_NAME = reg32_avalon_interface
export DESIGN_NICKNAME = reg32_avalon_interface
export VERILOG_FILES = /design/flow/design.v
export SDC_FILE = /design/flow/constraint.sdc
export NUM_CORES = 4
export LEC_CHECK = 1
export CORE_AREA = 10 10 100 100
export DIE_AREA = 0 0 110 110
```

## flow/constraint.sdc

```tcl
current_design reg32_avalon_interface

set clk_period 2.1
set clk_io_pct 0.2

create_clock -name clk0 -period $clk_period [get_ports {clock}]

set non_clock_inputs [all_inputs -no_clocks]
set_input_delay [expr $clk_period * $clk_io_pct] -clock clk0 $non_clock_inputs
set_output_delay [expr $clk_period * $clk_io_pct] -clock clk0 [all_outputs]
```

## flow/run.sh

```bash
#!/bin/bash
# OpenROAD 26Q1-2900-gdf79404cd8, Yosys 0.63+post, stock flow scripts
make -C /OpenROAD-flow-scripts/flow DESIGN_CONFIG=/design/flow/config.mk WORK_HOME=/design/flow/orfs finish
```

==> flow_summary.json <==
{
  "drc": 0,
  "top_area_share_pct": 41.1,
  "post-route-period-util_pct": 74.0,
  "grt_start_max_net_pins": 39,
  "final.setup.tns_ps": 0,
  "reg.largest.list": "U1.Q x32",
  "ys_sh_xor_pct": 0,
  "ir_drop_uv": 187,
  "yosysChipArea_sq_mm": 0.00156,
  "ys.flops": 32,
  "hold_path.class": "reg2reg",
  "hp-start": "U1.Q[7]$_SDFFE_PN0P_",
  "edf_count": 0,
  "max_freq_ghz": 0.643,
  "largest_register": "U1.Q",
  "skew_ps": 0,
  "startpoint_type": "flip-flop",
  "rsz0062_at_grt": "false",
  "drive_gt1_share_pct": 4.45,
  "ys_sh_simple_pct": 17.0,
  "max_slew.worst_pin.slew_ps": 497,
  "fillers": 818,
  "htreeDepth": 2,
  "drt-total-wl_microns": 4500,
  "diodes": 0,
  "die_h_microns": 110,
  "cp_top_family": "buffers and inverters",
  "synthFlopType": "dfxtp_1",
  "vias_per_cell": 3.69,
  "vias": 1287,
  "synth.yosys.warnings": 1,
  "io_pins": 105,
  "path_clk_slew_ps": 70,
  "wl_per_cell_microns": 12.9,
  "cts.sinks": 32,
  "layout.cells.non_filler": 349,
  "top_area_cell": "dfxtp_1",
  "floorplan.core_util_pct": 20.0,
  "adder_share_pct": 0,
  "aoi_share_pct": 0,
  "max-cap-violations": 0,
  "crit_chain": "clkdlybuf4s50_1",
  "hold_viol_final": 0,
  "clk_latency_ps": 270,
  "syn_inst": 175,
  "antenna_found_initial": 0,
  "cp.buffers_inverters": 1,
  "cp_slowest_cell": "clkdlybuf4s50_1",
  "ys_sh_mux_pct": 20.5,
  "cts_hold_buf": 0,
  "mi_logic_area_sq_um": 586,
  "die_x_microns": 110,
  "track_usage_pct": 7.03,
  "ys_top_cells_by_count": "nand2_1 (64), buf_4 (34), dfxtp_1 (32), mux2i_1 (32), buf_6 (5)",
  "dp_cells": 341,
  "top_logic_kind": "buffers and inverters",
  "post_cts_buffers": 0,
  "cts_root_buf": "clkbuf_8",
  "port-buffer-count": 103,
  "endpoint_kind": "primary output",
  "syn2layout_area_growth_pct": 61.0,
  "period_minus_slack_ps": 1550,
  "ys_cells": 175,
  "criticalPathCategory": "reg2out",
  "worst_hold_slack_ps": 469,
  "r2r_start": "U1.Q[23]$_SDFFE_PN0P_",
  "die_area_sq_mm": 0.0121,
  "crit_path_start": "U1.Q[30]$_SDFFE_PN0P_",
  "grt_pass1_wl_microns": 6800,
  "drv_slew": 0,
  "synthArstFlopShare_pct": 0,
  "warnings": 26,
  "post-dp-hpwl_microns": 3510,
  "worstPathMaxFanout": 3,
  "worstPathRequired_ps": 1680,
  "cts_tree": "yes",
  "detailedRoute.firstPassIterationCount": 3,
  "setup_viol": 0,
  "outcome": "complete, no violations",
  "cp.arrival_ps": 1130,
  "syn_area_per_cell_sq_um": 8.92,
  "cts-buffers-inserted": 5,
  "core.rowCount": 32,
  "gp_congestion": 0.723,
  "drtIter0Drc": 25,
  "grt_overflow_total": 0,
  "largest_register_ffs": 32,
  "relSlewSlack_pct": 66.9,
  "netlist_area_sq_mm": 0.00156,
  "powerDensity_mw_per_mm2": 538,
  "yosysMostFrequentCell": "nand2_1",
  "ant_nets": 0,
  "coreArea_sq_mm": 0.00781,
  "synth_cell_types": 8,
  "ctsResizeCount": 0,
  "total_leakage_power_uw": 0.000916,
  "regArea_sq_um": 641,
  "clk_path_buf_depth": 2,
  "ys_seq_share_pct": 41.1,
  "yosys-top-cells-area": "dfxtp_1 (41%), mux2i_1 (21%), buf_4 (16%)",
  "grt_pass1_vias": 1295,
  "slowest_delay_ps": 490
}
## routing by layer
metal	GRT usage, %	vias up	routed length, microns
met5	0	-	0
met4	0.558	0	18
met3	4.23	2	670
met2	10.5	68	1860
met1	8.95	555	1960
li1	-	662	-
## through the flow
stage / util [%] / worst slack, ps / instance area [sq um] / total power, uW
after floorplan: - / 1150 / 1560 / 746
after global placement: 31.0 / 393 / 2420 / 880
after detailed placement: 31.0 / 357 / 2420 / 883
after CTS: 32.2 / 520 / 2510 / 1390
after global routing: 32.2 / 469 / 2510 / 1440
final: 32.2 / 545 / 2510 / 1350
## final cells by class
cell class / count / share of cell area [%]
Tap cell: 102 / 5.08
Sequential cell: 32 / 25.5
Clock buffer: 8 / 3.59
Timing Repair Buffer: 107 / 42.5
Multi-Input combinational cell: 100 / 23.3
## report_power, final
| part | switching [uW] | internal [uW] |
|---|---|---|
| Combinational | 61.2 | 158 |
| Clock | 219 | 267 |
| Sequential | 15.8 | 629 |
## worst min-delay path, delay by kind of cell, from the launching register on
kind	cells	cell delay, ps
flops	1	320
simple gates	1	50
mux	1	50
## final timing paths
path | slack [ps] | end | cells past startpoint
setup / recovery | 550 | Q[30] | 1
hold / removal | 470 | U1.Q[7]$_SDFFE_PN0P_ | 2
setup reg to reg | 1480 | U1.Q[23]$_SDFFE_PN0P_ | 2
hold reg to reg | 470 | U1.Q[7]$_SDFFE_PN0P_ | 2
## cell usage in the layout (no fill, tap or decap)
cell type,n
buf_4,3
clkbuf_1,2
mux2i_1,32
nand2_1,64
and3_1,4
dfxtp_1,32
buf_2,1
clkbuf_8,6
buf_12,1
clkdlybuf4s50_1,102
## kinds of logic after synthesis
| family | after synthesis |
|---|---|
| DFF | 32 |
| muxes | 32 |
| buffers and inverters | 43 |
| and+or+nand+nor | 68 |
No activity file was given, so power comes from the tool's default toggle rates.
